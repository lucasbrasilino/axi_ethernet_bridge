## ./design.v

```verilog
`timescale 1 ns / 1 ps
module axi_ethernet_bridge #
        (
        parameter integer C_TDATA_WIDTH = 32
        )
        (
        input wire                  aclk,
        input wire                  aresetn,
        output wire [7:0]           debug_bus,
        output reg                           s_axis_txd_tready,
        input wire [C_TDATA_WIDTH-1 : 0]     s_axis_txd_tdata,
        input wire [(C_TDATA_WIDTH/8)-1 : 0] s_axis_txd_tkeep,
        input wire                           s_axis_txd_tlast,
        input wire                           s_axis_txd_tvalid,
        output wire                          s_axis_txs_tready,
        input wire [C_TDATA_WIDTH-1 : 0]     s_axis_txs_tdata,
        input wire [(C_TDATA_WIDTH/8)-1 : 0] s_axis_txs_tkeep,
        input wire                           s_axis_txs_tlast,
        input wire                           s_axis_txs_tvalid,
        input wire                            m_axis_txc_tready,
        output wire [C_TDATA_WIDTH-1 : 0]     m_axis_txc_tdata,
        output wire [(C_TDATA_WIDTH/8)-1 : 0] m_axis_txc_tkeep,
        output reg                            m_axis_txc_tlast,
        output reg                            m_axis_txc_tvalid,
        output reg                            m_axis_txd_tvalid,
        output wire [C_TDATA_WIDTH-1 : 0]     m_axis_txd_tdata,
        output wire [(C_TDATA_WIDTH/8)-1 : 0] m_axis_txd_tkeep,
        output wire                           m_axis_txd_tlast,
        input wire                            m_axis_txd_tready
        );
    localparam NB_DELAY                    = 0.2;
    localparam A_DELAY                     = 1;
    parameter WAIT_CTRL_READY              = 4'h0;
    parameter CTRL_WD_0                    = 4'h1;
    parameter CTRL_WD_1                    = 4'h2;
    parameter CTRL_WD_2                    = 4'h3;
    parameter DATA_STREAM_0                = 4'h4;
    parameter DATA_STREAM_1                = 4'h5;
    reg [3:0]                  state, state_next;
    reg [2:0]                  counter, counter_next;
    wire                       counter_stop;
    reg [C_TDATA_WIDTH+(C_TDATA_WIDTH/8)+1:0]                 status, status_next;
    wire [C_TDATA_WIDTH+(C_TDATA_WIDTH/8)+1:0]                status_port;
    wire [2:0]                 counter_plus1;
    reg                        s_txd_tlast_r, s_txd_tlast_next;
    assign m_axis_txd_tdata = s_axis_txd_tdata;
    assign m_axis_txd_tkeep = s_axis_txd_tkeep;
    assign m_axis_txd_tlast = s_axis_txd_tlast;
    assign m_axis_txc_tdata    = (state == CTRL_WD_0) ? {4'ha,28'h0} : {32'h0};
    assign m_axis_txc_tkeep    = 4'hf;
    assign s_axis_txs_tready   = 1'b1;
    assign counter_plus1       = counter + 1'b1;
    assign counter_stop        = ((counter == 3'h3) && m_axis_txc_tready);
    assign status_port        = {s_axis_txs_tdata,s_axis_txs_tkeep,s_axis_txs_tvalid,s_axis_txs_tlast};
    always @(*) begin : TXC
        state_next = state;
        status_next = status_port;
        m_axis_txc_tlast = 1'b0;
        m_axis_txc_tvalid = 1'b0;
        m_axis_txd_tvalid = 1'b0;
        s_axis_txd_tready = 1'b0;
        s_txd_tlast_next = s_txd_tlast_r;
        case(state)
            WAIT_CTRL_READY: begin
                s_txd_tlast_next = 1'b0;
                if (m_axis_txc_tready) begin
                    state_next = CTRL_WD_0;
                end
            end
            CTRL_WD_0: begin
                m_axis_txc_tvalid = 1'b1;
                if (m_axis_txc_tready) begin
                    state_next = CTRL_WD_1;
                end
            end
            CTRL_WD_1: begin
                m_axis_txc_tvalid = 1'b1;
                if (m_axis_txc_tready && counter_stop) begin
                    state_next = CTRL_WD_2;
                end
            end
            CTRL_WD_2: begin
                m_axis_txc_tvalid = 1'b1;
                if (m_axis_txc_tready) begin
                    m_axis_txc_tlast = 1'b1;
                    state_next = DATA_STREAM_0;
                end
            end
            DATA_STREAM_0: begin
                m_axis_txd_tvalid = s_axis_txd_tvalid;
                s_axis_txd_tready = m_axis_txd_tready;
                if (s_axis_txd_tlast && m_axis_txd_tready) begin
                        state_next = DATA_STREAM_1;
                end
            end
            DATA_STREAM_1: begin
                m_axis_txd_tvalid = s_axis_txd_tvalid;
                s_axis_txd_tready = m_axis_txd_tready;
                if (m_axis_txc_tready) begin
                        state_next = WAIT_CTRL_READY;
                end
            end
        endcase
    end 
    always @(*) begin: COUNTER
        counter_next = counter;
        case (state)
            CTRL_WD_1: begin
                if (m_axis_txc_tready) begin
                    counter_next = counter_plus1;
                end
            end
            default: begin
                counter_next = 3'h0;
            end
        endcase
    end 
    always @(posedge aclk) begin
        if(~aresetn) begin
            state <= #NB_DELAY WAIT_CTRL_READY;
            counter <= #NB_DELAY 3'b0;
            status <= #NB_DELAY 38'b0;
            s_txd_tlast_r <= #NB_DELAY 1'b0;
        end
        else begin
            state <= #NB_DELAY state_next;
            counter <= #NB_DELAY counter_next;
            status <= #NB_DELAY status_next;
            s_txd_tlast_r <= #NB_DELAY s_txd_tlast_next;
        end
    end
endmodule
```

## ./run.sh

```bash
#!/bin/bash
# OpenROAD 26Q1-2900-gdf79404cd8, Yosys 0.63+post, stock flow scripts
make -C /OpenROAD-flow-scripts/flow DESIGN_CONFIG=/design/flow/config.mk WORK_HOME=/design/flow/orfs finish
```

## ./config.mk

```make
export PLATFORM = sky130hd
export DESIGN_NAME = axi_ethernet_bridge
export DESIGN_NICKNAME = axi_ethernet_bridge
export VERILOG_FILES = /design/flow/design.v
export SDC_FILE = /design/flow/constraint.sdc
export NUM_CORES = 4
export LEC_CHECK = 1
export CORE_AREA = 10 10 73 73
export DIE_AREA = 0 0 83 83
```

## ./constraint.sdc

```tcl
current_design axi_ethernet_bridge

set clk_period 1.7
set clk_io_pct 0.2

create_clock -name clk0 -period $clk_period [get_ports {aclk}]

set non_clock_inputs [all_inputs -no_clocks]
set_input_delay [expr $clk_period * $clk_io_pct] -clock clk0 $non_clock_inputs
set_output_delay [expr $clk_period * $clk_io_pct] -clock clk0 [all_outputs]
```

==> datasheet_impl.txt <==
Table: implementation figures

Parameter                              Value

Global routing
  Total Routing Usage GR .................. 0.0379
  Initial antenna violation count .................. 0
  Overflow left after global routing .................. 0
  First-pass GRT wire length .................. between 2000 and 2500 µm
  GRT Max-Usage Layer .................. met2
  Pin count of the biggest net entering global routing .................. 12
  Global-route track usage on met3 .................. 0.0118
  Grt met1 use .................. 0.0440
  Number of global-route vias before repair .................. between 500 and 600
  Met2 Track Usage GR .................. 0.0517

Clock network
  CTS max path bufs .................. 2
  H-tree levels .................. 1
  Clock sink count .................. 9
  CTS resizes .................. 4
  Buffers inserted by post-CTS timing repair .................. 0
  Insertion delay at the late pin of the worst-skew pair .................. 0.23 ns
  Root Buffer .................. sky130_fd_sc_hd__clkbuf_8
  Clock tree from TritonCTS .................. done
  TritonCTS buffer count .................. 3
  Clock transition at the registers of the reported paths .................. approximately 0.040 ns
  Hold buffer count at CTS .................. 0

Final timing
  Peak clock frequency supported by timing .................. about 610 MHz
  Final setup margin .................. 0.0567 ns
  Final min period .................. between 1.5 and 2 ns
  Minimum hold slack .................. 0.485 ns
  Summed negative setup slack over all endpoints .................. 0 ns
  Fin. max-slew vios .................. 0
  Worst clock skew .................. between 0.001 and 0.0015 ns
  Final clock period utilization by the worst path .................. 0.967
  Final setup violating endpoints .................. 0
  Final hold violation count .................. 0
  Unrepaired setup endpoints after global routing .................. no

Logic synthesis
  Dominant register cell in the synthesized netlist .................. sky130_fd_sc_hd__dfxtp_1
  Netlist area before placement .................. 1020 µm²
  Yosys Warn Count .................. 9
  Cell count listed in synth_stat.txt .................. ~120
  Post-synthesis cell type with the largest combined area .................. sky130_fd_sc_hd__buf_4
  Syn_area_per_cell .................. 8.25 µm²
  Sequential share of the synthesized area .................. 0.176
  Max-area cell share .................. 0.609
  Post-synth top cells .................. sky130_fd_sc_hd__buf_4, sky130_fd_sc_hd__dfxtp_1
  Mapped Cells .................. 124
  Chip area estimate from yosys synthesis .................. 1020 µm²
  Top area cell types .................. sky130_fd_sc_hd__buf_4, sky130_fd_sc_hd__dfxtp_1, sky130_fd_sc_hd__mux2i_1
  Share of flip-flops with an asynchronous set or reset .................. 0
  Count of state elements after synthesis .................. 9
  Most popular library cell in the synthesized design by count .................. sky130_fd_sc_hd__buf_4
  Distinct lib cells used .................. 21
  Post-synth EDFFs .................. 0

Power
  Switching power summed over all nets .................. around 100 µW
  Comb power frac .................. 0.109
  Int Power .................. 414 µW
  Sequential power share .................. 0.430
  Share of total power consumed by net switching .................. 0.202
  Ratio of total power to cell area .................. about 650 nW/µm²
  Standby leakage power .................. between 0.0003 and 0.0004 µW
  VDD IR max .................. between 0.00015 and 0.0002 V
  Clock Power Share .................. 0.461

Die
  Site row count .................. 22
  Vertical die size .................. 83 µm
  Die width .................. 83 µm
  Number of top-level design ports .................. roughly 170
  Chip area .................. 6890 µm²
  FP Core Util .................. 0.273
  Area of the core .................. 3740 µm²

Cells and area
  Share of cells above drive strength 1 .................. 0.0990
  Layout filler cell count .................. around 430
  P&R area growth vs syn .................. -22.1%
  Cell area after layout .................. between 700 and 800 µm²

Hold path
  Tightest Hold Check Type .................. flip-flop to flip-flop
  Hold path startpoint .................. state[0]
  Cell depth of the worst min-delay path .................. 2
  Sink of the worst hold path .................. state[0]

Route
  Post-DRT Antenna Nets .................. 0
  DR vias .................. 476
  Number of DRC violations after detailed-routing iteration 0 .................. 3
  Total wire length .................. around 1600 µm
  Average vias per placed instance .................. 3.19
  Mean routed wirelength per cell .................. around 11 µm
  First-pass iteration count of the detailed router .................. 2
  Inserted Diodes .................. 0
  DRC .................. 0

Job
  Max-cap check violation count .................. 0
  Tool warnings .................. about 63

Placement
  Post-placement setup slack .................. -0.0555 ns
  Placed inst area .................. 753 µm²
  Dpl hpwl .................. between 1000 and 1500 µm
  IO buf count .................. 12
  RD Place Congestion .................. ~0.73

Setup path
  Crit path capture type .................. primary output
  Number of cells on the worst reg-to-reg path .................. 3
  Category of the critical setup timing path .................. flip-flop to primary output
  Worst flop-to-flop path endpoint .................. counter[2]
  Critical Path Source .................. state[5]
  Worst EP required .................. roughly 1.4 ns
  Startpoint type of the worst setup path .................. flip-flop
  Internal reg-to-reg setup slack .................. between 0.6 and 0.7 ns
  Maximum fanout count along the critical path .................. 3
  Worst R2R Start .................. counter[0]
  Crit path arrival time .................. 1.30 ns

Outcome
  Run status .................. completed
final cells by class:
cell class / count / area, µm² / share of cell area
tap: 48 / 60.1 / 0.0754
clock buffer: 4 / 45.0 / 0.0565
timing repair buffer: 16 / 146 / 0.184
inverter: 1 / 3.75 / 0.00471
multi-input combinational: 71 / 362 / 0.454
sequential: 9 / 180 / 0.226
sequential cells by signal, indices dropped and copies added (netlist names):
signal and flops:
counter 3, state 6
cell usage in the layout (no fill, tap or decap), types with 3 or more instances in the layout:
cell,instances
sky130_fd_sc_hd__conb_1,43
sky130_fd_sc_hd__dfxtp_1,9
sky130_fd_sc_hd__clkdlybuf4s50_1,9
sky130_fd_sc_hd__mux2i_1,3
sky130_fd_sc_hd__nor2_1,3
sky130_fd_sc_hd__buf_4,4
sky130_fd_sc_hd__nand2_1,3
sky130_fd_sc_hd__o21a_1,3
sky130_fd_sc_hd__clkbuf_8,3
sky130_fd_sc_hd__dlygate4sd2_1,3
worst max path at each step:
stage	endpoint	slack, ns	depth (start not counted)
after CTS	m_axis_txc_tvalid	0.04	2
after global routing	m_axis_txc_tvalid	0.02	2
final	m_axis_txc_tvalid	0.06	2
through the flow:
| stage | instances | power, µW | utilization |
|---|---|---|---|
| final | 149 | 518 | 0.213 |
| after global routing | 149 | 551 | 0.213 |
| after CTS | 149 | 527 | 0.213 |
| after detailed placement | 145 | 288 | 0.201 |
| after global placement | 145 | 288 | 0.201 |
| after floorplan | 165 | 372 | - |
routing by layer:
layer | wire [µm] | up-vias
met5 | 0 | -
met2 | 634 | 40
li1 | - | 217
met4 | 142 | 0
met3 | 172 | 26
met1 | 690 | 193
worst max-delay path: stages, from the launching register on:
cell	delay [ns]
sky130_fd_sc_hd__dfxtp_1	0.31
sky130_fd_sc_hd__or3_1	0.36
sky130_fd_sc_hd__clkdlybuf4s50_1	0.41
cell families (layout without fill, tap and decap cells):
family,after synthesis,in the layout,synth area share
adder cells (fa/ha/maj),2,2,0.0244
buffers and inverters,85,21,0.623
AND/OR/NAND/NOR,16,16,0.0843
multiplexers,3,3,0.0293
flip-flops,9,9,0.176
XOR/XNOR,1,1,0.00856
other,2,43,0.00734
AND-OR/OR-AND,6,6,0.0464
power by group through the flow:
| stage | Sequential (µW) | Combinational [µW] | Clock, µW |
|---|---|---|---|
| 4_1_cts | 223 | 60.7 | 244 |
| 5_1_grt | 224 | 67.1 | 260 |
| 6_report | 223 | 56.5 | 239 |
No activity file was given, so power comes from the tool's default toggle rates.
